[./run.sh]
#!/bin/bash
# OpenROAD 26Q1-2900-gdf79404cd8, Yosys 0.63+post, stock flow scripts
make -C /OpenROAD-flow-scripts/flow DESIGN_CONFIG=/design/flow/config.mk WORK_HOME=/design/flow/orfs finish
[./config.mk]
export PLATFORM = sky130hd
export DESIGN_NAME = adder
export DESIGN_NICKNAME = adder
export VERILOG_FILES = /design/flow/design.v
export SDC_FILE = /design/flow/constraint.sdc
export NUM_CORES = 4
export LEC_CHECK = 1
export CORE_AREA = 10 10 132 132
export DIE_AREA = 0 0 142 142
[./constraint.sdc]
current_design adder

set clk_period 36.7
set clk_io_pct 0.2

create_clock -name clk0 -period $clk_period

set non_clock_inputs [all_inputs -no_clocks]
set_input_delay [expr $clk_period * $clk_io_pct] -clock clk0 $non_clock_inputs
set_output_delay [expr $clk_period * $clk_io_pct] -clock clk0 [all_outputs]
[./design.v]
module adder (clk , input_data_1, input_data_2, output_data);
    input clk;
	input [63 : 0] input_data_1, input_data_2;
	output reg [63 : 0] output_data;
     always @(input_data_1) 
        output_data = input_data_1 + input_data_2;
endmodule
==> impl_table.tex <==
% Generated from flow reports
\begin{tabular}{lr}
\hline
Metric & Value \\
\hline
\multicolumn{2}{l}{\textbf{Global route}} \\
\quad Grt met1 use & 19.82\% \\
\quad Vias in the first global route & 4,648 \\
\quad Global-route wire length before repair & 24,060 µm \\
\quad Antenna violations before repair & 0 \\
\quad GRT Resource Usage Total & 14.22\% \\
\quad Most utilized layer in the global route result & met2 \\
\quad Pin count of the biggest net entering global routing & 12 \\
\quad Met2 layer usage reported by global route & 23.34\% \\
\quad Total congestion overflow & 0 \\
\quad M3 GR Usage & 2.812\% \\
\multicolumn{2}{l}{\textbf{Critical path}} \\
\quad Crit start category & input port \\
\quad Worst Path Arrival & 10,860 ps \\
\quad Critical path data required time & 29,360 ps \\
\quad Worst setup path category & input port to output port \\
\quad Crit. End Element & output port \\
\quad Critical path fanouts, max & 3 \\
\multicolumn{2}{l}{\textbf{Drt}} \\
\quad Initial drt markers & 169 \\
\quad Aggregate routed wire length & 14,950 µm \\
\quad Via-to-Cell Ratio & 5.143 \\
\quad Count of unresolved DRC violations after routing & 0 \\
\quad Antenna-violating nets left & 0 \\
\quad Detailed-routing iteration count for the pre-antenna-repair pass & 4 \\
\quad Routed wire length per instance & 16.43 µm \\
\quad Antenna fix cells & 0 \\
\quad Via count & 4,680 \\
\multicolumn{2}{l}{\textbf{Synth}} \\
\quad Synth area leader & sky130\_fd\_sc\_hd\_\_ha\_1 \\
\quad Number of library cell types mapped by synthesis & 65 \\
\quad Cell count after synthesis & 555 \\
\quad Syn avg cell area & 6.876 µm² \\
\quad Sequential-to-total area share from yosys stat & 0\% \\
\quad Number of standard cells reported by yosys & 555 \\
\quad Synth warnings & 1 \\
\quad Chip area in the Yosys report & 3816 µm² \\
\quad Cell Area, Synth & 3816 µm² \\
\quad Ranking of synthesized cells by area & sky130\_fd\_sc\_hd\_\_ha\_1 (21\%), sky130\_fd\_sc\_hd\_\_a21oi\_1 (9.8\%), sky130\_fd\_sc\_hd\_\_xnor2\_1 (8.5\%) \\
\quad Area leader share & 20.66\% \\
\multicolumn{2}{l}{\textbf{Placed design}} \\
\quad Detailed placer's ending HPWL & 13,350 µm \\
\quad Post-place instance area & 5861 µm² \\
\quad Routability cong. & 0.8979 \\
\quad Number of port buffers & 192 \\
\quad Pre-CTS WS & 18,460 ps \\
\multicolumn{2}{l}{\textbf{Final timing}} \\
\quad Slew Limit Fails & 0 \\
\quad Worst slew margin & 65.50\% \\
\quad Final hold vios & 0 \\
\quad Pin slew with the least headroom to its limit & 514.1 ps \\
\quad Setup repair after global routing missed its margin & no \\
\quad Setup TNS & 0 ps \\
\quad Maximum achievable frequency & 54.93 MHz \\
\quad Setup slack after layout & 18,500 ps \\
\quad Final Critical Period & 18,200 ps \\
\quad Final period util & 49.60\% \\
\quad Final tally of setup violations & 0 \\
\multicolumn{2}{l}{\textbf{Flow run}} \\
\quad Stage-log warning count & 33 \\
\quad Max-cap violations & 0 \\
\multicolumn{2}{l}{\textbf{Finish}} \\
\quad Synthesis-to-finish area growth & 53.57\% \\
\quad Total area of sequential cells & 0 µm² \\
\quad Flip-flops & 0 \\
\quad End-of-flow core utilization & 40.32\% \\
\quad Fraction of final layout cells sized beyond drive strength 1 & 3.306\% \\
\quad Dominant logic cell type in the layout & sky130\_fd\_sc\_hd\_\_clkdlybuf4s50\_1 \\
\quad Most frequent logic cells in the routed design & sky130\_fd\_sc\_hd\_\_clkdlybuf4s50\_1 (192), sky130\_fd\_sc\_hd\_\_a21oi\_1 (75), sky130\_fd\_sc\_hd\_\_ha\_1 (63) \\
\quad Filler cells & 1,470 \\
\quad Final-layout clock buffer total & 0 \\
\quad Final std cell area, no fill & 5861 µm² \\
\quad Comb gate area & 3656 µm² \\
\multicolumn{2}{l}{\textbf{Pwr}} \\
\quad Internal cell power & 66.41 µW \\
\quad Switching part of the total & 42.95\% \\
\quad Clock Power Share & 0\% \\
\quad IR drop worst, VDD & 10.20 µV \\
\quad Cell area power density & 19.86 nW/µm² \\
\quad Leakage power figure & 0.002423 µW \\
\quad Power dissipated by switching net loads & 50.00 µW \\
\quad Share of total power in sequential cells & 0\% \\
\quad Logic pwr share & 100.0\% \\
\multicolumn{2}{l}{\textbf{Floorplanning}} \\
\quad Placeable Area & 14,530 µm² \\
\quad Total I/O pin count & 193 \\
\quad Pre-Place Util & 26.26\% \\
\quad Width of the die & 142 µm \\
\quad Y dimension of the die & 142 µm \\
\quad Chip area & 20,160 µm² \\
\quad Core Rows & 44 \\
\multicolumn{2}{l}{\textbf{Clock network}} \\
\quad Post CTS Setup Buffer Count & 0 \\
\quad Hold-fix buffers, CTS & 0 \\
\quad Post-cts repair resize count & 0 \\
\multicolumn{2}{l}{\textbf{Min path}} \\
\quad Worst hold path class & input port to output port \\
\multicolumn{2}{l}{\textbf{Status}} \\
\quad Outcome & complete, no violations \\
\hline
\end{tabular}
==> worst max-delay path: stages <==
cell	delay, ps
sky130_fd_sc_hd__clkdlybuf4s50_1	400
sky130_fd_sc_hd__ha_1	240
sky130_fd_sc_hd__fa_1	420
sky130_fd_sc_hd__a21oi_2	170
sky130_fd_sc_hd__nor2_1	100
sky130_fd_sc_hd__nor4_4	370
sky130_fd_sc_hd__or2_1	200
sky130_fd_sc_hd__o21ai_1	140
sky130_fd_sc_hd__a41oi_1	390
sky130_fd_sc_hd__o21ai_1	180
sky130_fd_sc_hd__a21oi_1	210
sky130_fd_sc_hd__xnor2_1	170
sky130_fd_sc_hd__clkdlybuf4s50_1	510
==> power groups by stage <==
stage	combinational, µW	clock [µW]	sequential (µW)
CTS	118	0	0
global route	128	0	0
finish	116	0	0
==> cell type report <==
type	instances	area share [%]
multi-input combinational	520	62.38
inverter	14	0.8967
timing repair buffer	192	32.79
tap	184	3.928
==> routing by layer <==
layer | up-vias | routed length [µm] | part of all wire, %
met3 | 2 | 1146 | 7.7
met1 | 2120 | 6937 | 46
li1 | 2418 | - | -
met2 | 140 | 6807 | 46
met5 | - | 0 | 0
met4 | 0 | 61 | 0.41
==> Yosys cell counts, types with 4 or more instances <==
cell type / instances
sky130_fd_sc_hd__buf_2: 13
sky130_fd_sc_hd__a21oi_1: 75
sky130_fd_sc_hd__o21a_1: 7
sky130_fd_sc_hd__o21bai_1: 13
sky130_fd_sc_hd__nand3b_1: 4
sky130_fd_sc_hd__nand3_1: 18
sky130_fd_sc_hd__o21ai_0: 23
sky130_fd_sc_hd__nand2_1: 52
sky130_fd_sc_hd__a31oi_1: 6
sky130_fd_sc_hd__nand2b_1: 5
sky130_fd_sc_hd__nor2_1: 39
sky130_fd_sc_hd__a21o_1: 35
sky130_fd_sc_hd__nand4_1: 17
sky130_fd_sc_hd__nor3_1: 9
sky130_fd_sc_hd__o21ai_2: 4
sky130_fd_sc_hd__a21oi_2: 4
sky130_fd_sc_hd__and3_1: 6
sky130_fd_sc_hd__ha_1: 63
sky130_fd_sc_hd__xor2_1: 23
sky130_fd_sc_hd__xnor2_1: 37
sky130_fd_sc_hd__clkbuf_1: 4
sky130_fd_sc_hd__o211ai_1: 4
sky130_fd_sc_hd__nor2b_1: 6
sky130_fd_sc_hd__o21ai_1: 15
sky130_fd_sc_hd__inv_1: 14
==> worst paths after layout <==
check / startpoint / to / slack (ps) / depth (start not counted)
max: input_data_1[0] / output_data[38] / 18500 / 13
min: input_data_2[0] / output_data[0] / 15710 / 3
==> per-stage QoR <==
stage / total power, µW / hold slack (ps) / cells
floorplan: 56.25 / 14750 / 555
global placement: 117.5 / 15720 / 910
detailed placement: 116.9 / 15720 / 910
CTS: 117.9 / 15730 / 910
global route: 128.3 / 15750 / 910
finish: 116.4 / 15710 / 910
==> cells by family after synthesis <==
| group | synth area share (%) |
|---|---|
| AND-OR/OR-AND | 37.25 |
| XOR/XNOR | 13.77 |
| adder cells (fa/ha/maj) | 21.18 |
| buffers and inverters | 4.196 |
| AND/OR/NAND/NOR | 23.61 |
Power and IR drop assume default switching activity.
