===== flow/run.sh =====
#!/bin/bash
# OpenROAD 26Q1-2900-gdf79404cd8, Yosys 0.63+post, stock flow scripts
make -C /OpenROAD-flow-scripts/flow DESIGN_CONFIG=/design/flow/config.mk WORK_HOME=/design/flow/orfs finish

===== flow/config.mk =====
export PLATFORM = sky130hd
export DESIGN_NAME = alu
export DESIGN_NICKNAME = alu
export VERILOG_FILES = /design/flow/design.v
export SDC_FILE = /design/flow/constraint.sdc
export NUM_CORES = 4
export LEC_CHECK = 1
export CORE_UTILIZATION = 50

===== flow/constraint.sdc =====
current_design alu

set clk_period 40.3
set clk_io_pct 0.2

create_clock -name clk0 -period $clk_period

set non_clock_inputs [all_inputs -no_clocks]
set_input_delay [expr $clk_period * $clk_io_pct] -clock clk0 $non_clock_inputs
set_output_delay [expr $clk_period * $clk_io_pct] -clock clk0 [all_outputs]

===== flow/design.v =====
module alu(in1, in2, control,out);
	input [63:0] in1, in2;
	input [3:0] control;
	output reg [63:0] out;
	always @(control)
		case (control)
			4'b0000: out <= in1 & in2;
			4'b0001: out <= in1 | in2;
			4'b0010: out <= in1 + in2;
			4'b0110: out <= in1 - in2;
			default: out <= 64'h00000000;
		endcase
endmodule

==> job_summary.md <==
## PnR job results

| Metric | Value |
|---|---|
| Status | `completed` |
| Seq cells | `0` |
| Synth cell types | `79` |
| Max rail drop VDD | `just over 10 uV` |
| Synthesized cell area | `around 6600 um2` |
| Die area | `between 10000 and 15000 um2` |
| Total tool warning count | `35` |
| Post-detail-place hpwl | `19460 um` |
| Area grow syn2layout | `30.28%` |
| FP Rows | `about 41` |
| Busiest grt layer | `met2` |
| Core Box Area | `~13000 um2` |
| Final setup viols | `0` |
| Fin. Hold Viols | `0` |
| Count leader, synth | `nand2_1` |
| Post-route DRC violation count | `0` |
| Worst slew margin | `0.4595` |
| Crit share post-route | `0.5473` |
| Worst slack, placed | `roughly 19 ns` |
| Vias after detailed routing | `~7900` |
| P_int | `60.34 uW` |
| Clock buf count | `0` |
| Measured slew at the worst slew-check pin | `between 0.8 and 0.9 ns` |
| Io pins | `around 200` |
| Final Util | `0.6772` |
| Synth warnings | `1` |
| Input/output buffers | `196` |
| Final setup TNS | `0 ns` |
| N_diodes | `0` |
| Max Freq | `~0.045 GHz` |
| WS Path Type | `in -> out` |
| Biggest area cells | `ha_1 (12%), maj3_1 (8.9%), o21ai_0 (8.3%)` |
| Net Switching | `between 60 and 70 uW` |
| Setup WS post-layout | `between 15 and 20 ns` |
| Register area | `0 um2` |
| DIE WIDTH | `between 100 and 150 um` |
| Mapped Cells | `999` |
| GR Layer Usage met3 | `0.03251` |
| Clock power share | `0` |
| Gate power share | `1.000` |
| Number of global-route vias before repair | `7056` |
| Routed Antenna Nets | `0` |
| Unrepaired setup endpoints after global routing | `false` |
| Finished Cell Area | `approximately 8700 um2` |
| Drt first pass iters | `5` |
| Initial antenna violation count | `0` |
| Post-CTS sizing | `0` |
| Post-route minimum period | `about 22 ns` |
| Top cell area share | `0.1244` |
| Synth cell count leaders | `nand2_1 (122), o21ai_0 (110), a21oi_1 (92), ha_1 (66), nor2_1 (65)` |
| LEAKAGE | `~0.0034 uW` |
| Met2 Use GR | `0.5459` |
| Total routed wirelength | `23470 um` |
| Sw Ratio | `0.5291` |
| # Cells Yosys | `about 1000` |
| Synth area leader | `ha_1` |
| Final Total Pwr | `approximately 130 uW` |
| First-pass GRT wire length | `35930 um` |
| Largest net degree at the start of global routing | `roughly 70` |
| Via density | `5.996` |
| GRT Total Usage | `0.3391` |
| Fp util | `0.5198` |
| Average wire per standard cell | `17.82 um` |
| Post-synth seq share | `0` |
| Layout cells sized above 1 | `0.03319` |
| Mean Syn Cell Area | `between 6 and 7 um2` |
| DP Area | `slightly below 9000 um2` |
| Initial DRC count | `696` |
| Post-CTS setup buffer count | `0` |
| Largest fanout on the critical path | `9` |
| Post-CTS Hold Fix Bufs | `0` |
| Worst Setup End Kind | `primary output` |
| Routability Congestion | `between 1 and 1.5` |
| Startpoint Class | `primary input` |
| Met1 Resource Use GR | `0.4950` |
| Die Span Y | `roughly 120 um` |
| Worst path arrival time | `14.00 ns` |
| Final Max-Slew Violation Tally | `0` |
| # Max-Cap Violations | `0` |
| Yosys stat chip area | `approximately 6600 um2` |
| Hold WC Path Type | `in -> out` |
| GRT overflow | `0` |
| Pwr dens | `between 10 and 15 nW/um2` |
| Seq pwr share | `0` |
| Crit path DRT | `between 30 and 40 ns` |
[cell usage in the layout (no fill, tap or decap), types with 9 or more instances in the layout]
master	count
nand4_1	29
o21bai_1	9
nor3_1	24
o31ai_1	10
nor2_1	65
clkdlybuf4s50_1	195
ha_1	66
o21ai_0	110
a21o_1	49
nand2_1	122
a21oi_1	92
xnor2_1	61
nand3_1	18
xor2_1	59
inv_1	21
maj3_1	59
[per-layer routing]
metal	wire (um)	share of wire
met5	0	0
met4	382	0.016
met3	1653	0.070
met2	10380	0.44
met1	11060	0.47
[metrics by stage]
| stage | hold WS, ns | std cells |
|---|---|---|
| 4_1_cts | 17.19 | 1317 |
| 3_3_place_gp | 17.17 | 1317 |
| 3_5_place_dp | 17.18 | 1317 |
| 5_1_grt | 17.23 | 1317 |
| 2_1_floorplan | 16.25 | 999 |
| 6_report | 17.19 | 1317 |
[worst max-delay path, cell delays in order]
cell and delay [ns]:
clkdlybuf4s50_1 0.51, or4_1 0.63, nor4_1 0.66, nand2_1 0.38, nor4_1 0.65, nor2_1 0.11, xnor2_1 0.17, ha_1 0.47
and3_1 0.34, nand4_1 0.17, a2111oi_0 0.35, o21ai_0 0.19, a21o_1 0.26, a21oi_1 0.16, nor2_1 0.09, xor2_1 0.15
o21ai_0 0.16, clkdlybuf4s50_1 0.49
[kinds of logic after synthesis]
kind of cell | synth area share
AND/OR/NAND/NOR | 0.2546
buffers and inverters | 0.04560
AND-OR/OR-AND | 0.3198
multiplexers | 0.003015
XOR/XNOR | 0.1607
adder cells (fa/ha/maj) | 0.2163
[power by group through the flow]
stage | clock (uW) | sequential (uW) | combinational (uW)
5_1_grt | 0 | 0 | 140
4_1_cts | 0 | 0 | 127
6_report | 0 | 0 | 128
[final cells by class]
| type | count | area, um2 |
|---|---|---|
| fill | 1097 | 4123 |
| inverter | 21 | 78.83 |
| multi-input combinational | 921 | 6347 |
| timing repair buffer | 203 | 2009 |
| tap | 172 | 215.2 |
[worst paths after layout]
kind,start,endpoint,slack (ns),depth (start not counted)
max,in2[29],out[58],18.24,18
min,in1[2],out[2],17.19,4
Power is estimated from default activity; no workload was simulated.
